### design/flow/config.mk
export PLATFORM = sky130hd
export DESIGN_NAME = uart_top_level
export DESIGN_NICKNAME = uart_top_level
export VERILOG_FILES = /design/flow/design.v
export SDC_FILE = /design/flow/constraint.sdc
export NUM_CORES = 4
export LEC_CHECK = 1
export CORE_UTILIZATION = 40
### design/flow/constraint.sdc
current_design uart_top_level

set clk_period 2.9
set clk_io_pct 0.2

create_clock -name clk0 -period $clk_period [get_ports {clk}]

set non_clock_inputs [all_inputs -no_clocks]
set_input_delay [expr $clk_period * $clk_io_pct] -clock clk0 $non_clock_inputs
set_output_delay [expr $clk_period * $clk_io_pct] -clock clk0 [all_outputs]
### design/flow/design.v
module uart_baud_generator #(
    parameter CLOCK_FREQ = 1600000,   
    parameter BAUD_RATE = 10000
)(
    input wire clk,
    input wire rst,
    output reg baud_tick,
    output reg baud_tick_16x
);
    localparam BAUD_DIVISOR_16X = CLOCK_FREQ / (BAUD_RATE * 16);
    localparam COUNTER_WIDTH = $clog2(BAUD_DIVISOR_16X);
    reg [COUNTER_WIDTH-1:0] counter;
    reg [3:0] oversample_counter;
    always @(posedge clk or posedge rst) begin
        if (rst) begin
            counter <= 0;
            oversample_counter <= 0;
            baud_tick <= 0;
            baud_tick_16x <= 0;
        end else begin
            if (counter == BAUD_DIVISOR_16X - 1) begin
                counter <= 0;
                baud_tick_16x <= 1;
                oversample_counter <= oversample_counter + 1;
                if (oversample_counter == 15) begin
                    baud_tick <= 1;
                    oversample_counter <= 0;
                end else begin
                    baud_tick <= 0;
                end
            end else begin
                counter <= counter + 1;
                baud_tick <= 0;
                baud_tick_16x <= 0;
            end
        end
    end
endmodule
module uart_receiver(
    input wire clk,
    input wire rst,
    input wire baud_tick_16x,
    input wire rx_serial,
    output reg [7:0] rx_data,
    output reg rx_ready,
    output reg rx_error
);
    localparam IDLE = 3'b000;
    localparam START = 3'b001;
    localparam DATA = 3'b010;
    localparam STOP = 3'b011;
    reg [2:0] state;
    reg [2:0] bit_counter;
    reg [7:0] rx_shift_reg;
    reg [3:0] sample_counter;
    reg [2:0] rx_sync;
    reg prev_rx_filtered;
    reg [1:0] rx_ready_hold;
    always @(posedge clk or posedge rst) begin
        if (rst) begin
            rx_sync <= 3'b111;
            prev_rx_filtered <= 1;
            rx_ready <= 0;
            rx_ready_hold <= 0;
        end else begin
            rx_sync <= {rx_sync[1:0], rx_serial};
            prev_rx_filtered <= rx_sync[2];
            if (rx_ready_hold > 0) begin
                rx_ready_hold <= rx_ready_hold - 1;
                rx_ready <= 1;
            end else begin
                rx_ready <= 0;
            end
        end
    end
    wire rx_filtered = rx_sync[2];
    wire start_bit_detected = prev_rx_filtered & ~rx_filtered;
    always @(posedge clk or posedge rst) begin
        if (rst) begin
            state <= IDLE;
            rx_error <= 0;
            bit_counter <= 0;
            sample_counter <= 0;
            rx_shift_reg <= 0;
        end else begin
            if (rx_error) rx_error <= 0;
            case (state)
                IDLE: begin
                    if (start_bit_detected) begin
                        state <= START;
                        sample_counter <= 0;
                    end
                end
                START: if (baud_tick_16x) begin
                    sample_counter <= sample_counter + 1;
                    if (sample_counter == 7) begin
                        if (rx_filtered == 0) begin
                            state <= DATA;
                            bit_counter <= 0;
                            sample_counter <= 0;
                        end else begin
                            rx_error <= 1;
                            state <= IDLE;
                        end
                    end
                end
                DATA: if (baud_tick_16x) begin
                    sample_counter <= sample_counter + 1;
                    if (sample_counter == 15) begin
                        rx_shift_reg[bit_counter] <= rx_filtered;
                        bit_counter <= bit_counter + 1;
                        sample_counter <= 0;
                        if (bit_counter == 7) state <= STOP;
                    end
                end
                STOP: if (baud_tick_16x) begin
                    sample_counter <= sample_counter + 1;
                    if (sample_counter == 15) begin
                        if (rx_filtered == 1) begin
                            rx_data <= rx_shift_reg;
                            rx_ready_hold <= 2;
                        end else begin
                            rx_error <= 1;
                        end
                        state <= IDLE;
                    end
                end
            endcase
        end
    end
endmodule
module uart_top_level #(
    parameter CLOCK_FREQ = 1600000,
    parameter BAUD_RATE = 10000
)(
    input wire clk,
    input wire rst,
    input wire [7:0] tx_data,
    input wire tx_start,
    output wire tx_serial,
    output wire tx_busy,
    output wire tx_done,
    input wire rx_serial,
    output wire [7:0] rx_data,
    output wire rx_ready,
    output wire rx_error
);
    wire baud_tick;
    wire baud_tick_16x;
    uart_baud_generator #(
        .CLOCK_FREQ(CLOCK_FREQ),
        .BAUD_RATE(BAUD_RATE)
    ) baud_generator_inst (
        .clk(clk),
        .rst(rst),
        .baud_tick(baud_tick),
        .baud_tick_16x(baud_tick_16x)
    );
    uart_transmitter transmitter_inst (
        .clk(clk),
        .rst(rst),
        .baud_tick(baud_tick),
        .tx_data(tx_data),
        .tx_start(tx_start),
        .tx_serial(tx_serial),
        .tx_busy(tx_busy),
        .tx_done(tx_done)
    );
    uart_receiver receiver_inst (
        .clk(clk),
        .rst(rst),
        .baud_tick_16x(baud_tick_16x),
        .rx_serial(rx_serial),
        .rx_data(rx_data),
        .rx_ready(rx_ready),
        .rx_error(rx_error)
    );
endmodule
module uart_transmitter(
    input wire clk,
    input wire rst,
    input wire baud_tick,
    input wire [7:0] tx_data,
    input wire tx_start,
    output reg tx_serial,
    output reg tx_busy,
    output reg tx_done
);
    localparam IDLE = 3'b000;
    localparam START = 3'b001;
    localparam DATA = 3'b010;
    localparam STOP = 3'b011;
    localparam DONE = 3'b100;
    reg [2:0] state;
    reg [2:0] bit_counter;
    reg [7:0] tx_shift_reg;
    always @(posedge clk or posedge rst) begin
        if (rst) begin
            state <= IDLE;
            tx_serial <= 1;
            tx_busy <= 0;
            tx_done <= 0;
            bit_counter <= 0;
            tx_shift_reg <= 0;
        end else begin
            case (state)
                IDLE: begin
                    tx_serial <= 1;
                    tx_busy <= 0;
                    tx_done <= 0;
                    if (tx_start) begin
                        tx_shift_reg <= tx_data;
                        tx_busy <= 1;
                        state <= START;
                    end
                end
                START: if (baud_tick) begin
                    tx_serial <= 0;
                    bit_counter <= 0;
                    state <= DATA;
                end
                DATA: if (baud_tick) begin
                    tx_serial <= tx_shift_reg[bit_counter];
                    bit_counter <= bit_counter + 1;
                    if (bit_counter == 7) state <= STOP;
                end
                STOP: if (baud_tick) begin
                    tx_serial <= 1;
                    state <= DONE;
                end
                DONE: if (baud_tick) begin
                    tx_done <= 1;
                    state <= IDLE;
                end
            endcase
        end
    end
endmodule
### design/flow/run.sh
#!/bin/bash
# OpenROAD 26Q1-2900-gdf79404cd8, Yosys 0.63+post, stock flow scripts
make -C /OpenROAD-flow-scripts/flow DESIGN_CONFIG=/design/flow/config.mk WORK_HOME=/design/flow/orfs finish
==> reports/metrics.cfg <==
[placed_design]
numPortBuffers=24
gp_congestion=0.831
hpwl_mm=3.07

[timing]
timing_worst_slew_pin_value_ns=0.565
max_slew_margin=0.623
whs_ns=0.355
fin_crit_sh=0.690
report.final.slew_viol_count=0
setup_viol=0
period_needed_ns=2.00
rsz0062_at_grt=false
tns_ns=0
skew_ns=0.00745
hold_viol_final=0
fmax_ghz=0.500

[clock_tree]
cts_resized=0
clk_pin_slew_ns=0.07
clockBufferDepth=2
h-tree-depth=3
cts.sinks=62
cts_buffers=9
clock-root-buffer=clkbuf_8
post_cts_buffers=0
ctsHoldBuffers=0
insertion_delay_ns=0.34
cts_tree=built

[job]
warnings=27
maxCapViolCount=0

[floorplan]
rows=29
core_region_area_um2=6530
chipArea_um2=7280
die_y_um=85.3
pin_count=25
floorplan.core_util=0.425
die_w_um=85.3

[routing]
vias=1824
detail-route-antenna-nets=0
drt_iter0_markers=120
wirelength_mm=4.63
viasPerCell=5.27
drc=0
wire_per_inst_um=13.4
dr.pass1.iters=4
diodes=0

[finish]
combGateArea_um2=1060
fill_cells=561
drive_gt1_frac=0.178
area_growth_pct=16.8
flop_area_um2=1600
finish.utilization=0.497

[pwr]
power_w=0.00159
p_leak_nw=1.37
ir_worst_vdd_mv=0.383
p_per_area_nw_per_um2=491

[critical_path]
crit_path_end_kind=flip-flop
cp_data_required_time_ns=3.12
cp.arrival_ns=2.22
worstSetupPathType=flip-flop to flip-flop
critPathMaxFanout=7
crit_path_start_kind=flip-flop

[hold_path]
hp-class=flip-flop to flip-flop

[synth]
ys.flops=62
largest_area_cell=dfrtp_1
edf_count=8
ff_type=dfrtp_1
syn_avg_cell_area_um2=11.9
topCellsByArea=dfrtp_1 42%, edfxtp_1 8.7%, dfstp_2 6.6%
synth_area_um2=2780
syn_inst=233
yosys_area_um2=2780
synth_cell_type_count=56
synth_top_area_share=0.424
async_flop_share=0.871
yosysSeqAreaShare=0.576
yosys_cells=233
yosys_warnings=7

[global_route]
grt_pass1_vias=1746
grt_max_degree=50
grt_use_total=0.150
grt_pass1_wl_mm=8.40
antenna_found_initial=0
grt_overflow=0

[status]
status=finished clean

placed cells by master, fill, tap and decap left out, types with 3 or more instances in the layout:
| master | Yosys | routed |
|---|---|---|
| dfrtp_1 | 47 | 47 |
| nand2_1 | 25 | 25 |
| clkdlybuf4s50_1 | 0 | 24 |
| o21ai_0 | 22 | 22 |
| mux2_2 | 12 | 12 |
| inv_1 | 12 | 11 |
| nor2_1 | 9 | 9 |
| clkbuf_8 | 0 | 9 |
| o31ai_1 | 8 | 8 |
| ha_1 | 8 | 8 |
| edfxtp_1 | 8 | 8 |
| dfstp_2 | 7 | 7 |
| nand3_1 | 6 | 6 |
| o21ai_1 | 6 | 6 |
| a31oi_1 | 4 | 4 |
| clkinv_2 | 0 | 4 |
| nor2b_1 | 3 | 3 |
| a21oi_1 | 3 | 3 |
cell type report:
| cell class | instances | area share |
|---|---|---|
| clock buffers | 11 | 0.0405 |
| clock inverters | 5 | 0.00849 |
| inverters | 13 | 0.0150 |
| multi-input cells | 151 | 0.328 |
| flip-flops and latches | 62 | 0.493 |
| well taps | 77 | 0.0297 |
| repair buffers | 27 | 0.0849 |
critical path, cell delays in order, from the launching register on:
cell,delay [ns]
dfrtp_1,0.45
inv_1,0.11
ha_1,0.24
xnor2_2,0.29
nand4_2,0.24
nor4_2,0.23
mux2_1,0.34
per-layer routing:
metal  up-vias  share of wire  track usage
met1       864           0.51        0.248
met4         0          0.016       0.0182
met5         -              0            0
li1        908              -            -
met3         7          0.046       0.0395
met2        45           0.43        0.216
cell usage after synthesis (all sizes together), types with 3 or more instances:
cell,n
dfrtp,47
o21ai,28
nand2,25
inv,13
mux2,13
nor2,9
edfxtp,8
ha,8
o31ai,8
dfstp,7
nand3,7
a31oi,4
clkbuf,4
a21oi,3
nor2b,3
nor3,3
or2,3
xnor2,3
final timing paths:
kind | endpoint | slack [ns] | startpoint | cells past startpoint
hold reg to reg | receiver_inst.rx_sync[2] | 0.36 | receiver_inst.rx_sync[1] | 0
min in group asynchronous | receiver_inst.rx_shift_reg[4] | 0.52 | rst | 2
setup / recovery | receiver_inst.rx_shift_reg[4] | 0.90 | receiver_inst.bit_counter[0] | 6
max in group asynchronous | receiver_inst.rx_sync[1] | 1.83 | rst | 3
hold / removal | receiver_inst.rx_sync[2] | 0.36 | receiver_inst.rx_sync[1] | 0
setup reg to reg | receiver_inst.rx_shift_reg[4] | 0.90 | receiver_inst.bit_counter[0] | 6
metrics by stage:
stage / instances / cell area (um2) / setup WS [ns]
detailed placement: 330 / 3080 / 0.908
global route: 346 / 3240 / 0.701
global placement: 330 / 3080 / 0.949
CTS: 346 / 3240 / 0.889
finish: 346 / 3240 / 0.899
floorplan: 233 / 2780 / 0.924
report_power, final:
group | total (W) | internal (W) | leakage, nW | switching, W
registers | 0.000909 | 0.000899 | 0.772 | 0.00000971
clock network | 0.000623 | 0.000304 | 0.0829 | 0.000319
logic | 0.0000596 | 0.0000352 | 0.519 | 0.0000245
cells by family (layout without fill, tap and decap cells):
logic type,Yosys count,count (layout),synth area share
multiplexers,16,16,0.0726
other,1,1,0.00135
AND-OR/OR-AND,57,57,0.129
XOR/XNOR,3,3,0.0122
adder cells (fa/ha/maj),8,8,0.0361
AND/OR/NAND/NOR,66,66,0.132
flip-flops,62,62,0.576
buffers and inverters,20,56,0.0406
Power is estimated from default activity; no workload was simulated.
